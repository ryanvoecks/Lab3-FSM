==> /design/flow/design.v <==
module lsfr4 (
    input  logic       clk,          
    input  logic       rst,          
    input  logic       en,           
    output logic [6:0] data_out      
);
logic [7:1] sreg;    
always_ff @ (posedge clk, posedge rst)
    if  (rst)
        sreg <= 7'b1;
    else if (en)
        sreg <= {sreg[6:1], sreg[7] ^ sreg[3]};
assign data_out = sreg;
endmodule
==> /design/flow/run.sh <==
#!/bin/bash
# OpenROAD 26Q1-2900-gdf79404cd8, Yosys 0.63+post, stock flow scripts
make -C /OpenROAD-flow-scripts/flow DESIGN_CONFIG=/design/flow/config.mk WORK_HOME=/design/flow/orfs finish
==> /design/flow/config.mk <==
export PLATFORM = sky130hd
export DESIGN_NAME = lsfr4
export DESIGN_NICKNAME = lsfr4
export VERILOG_FILES = /design/flow/design.v
export SDC_FILE = /design/flow/constraint.sdc
export NUM_CORES = 4
export LEC_CHECK = 1
export CORE_AREA = 10 10 70 70
export DIE_AREA = 0 0 80 80
==> /design/flow/constraint.sdc <==
current_design lsfr4

set clk_period 1.0
set clk_io_pct 0.2

create_clock -name clk0 -period $clk_period [get_ports {clk}]

set non_clock_inputs [all_inputs -no_clocks]
set_input_delay [expr $clk_period * $clk_io_pct] -clock clk0 $non_clock_inputs
set_output_delay [expr $clk_period * $clk_io_pct] -clock clk0 [all_outputs]
==> qor.csv <==
metric;value;unit
wire length per cell;7.917;um
Combinational Power Share;0.462;
area grow syn2layout;64.85;%
M3 GR Usage;0.01136;
H-tree depth;1;
crit share post-route;1.061;
total number of vias;201;
worst rel slew slack;0.8281;
layout cells sized above 1;0.6579;
CP top delay family;flip-flops;
sum of buffers and inverters on the critical path;1;
Int Power;1.052;mW
Detailed Routing Iterations Pass 1;2;
met2 Use GR;0.03451;
clk root buf;clkbuf_4;
failing checks;negative setup slack;
Critical R2R Capture;sreg[3]$_DFFE_PP0P_;
DP HPWL;512.5;um
TritonCTS Sinks;7;
ant diodes;0;
row cnt;21;
core area;0.003416;sq mm
wirelength, routed;665;um
leakage dissipation;0.2333;nW
number of global-route vias before repair;239;
Yosys chip area;299.0;sq um
largest register by flop count;sreg;
Switching Share;0.2536;
Crit Path Max Fanout;2;
initial antenna violation count;0;
Hold Path Class;primary input to async pin;
pwr dens;2858;mW/mm^2
CP startpoint kind;flip-flop;
Final Critical Period;1061;ps
CTS hold repair buffers;0;
Die Wd;80;um
sequential share of the synthesized area;0.5900;
gr usage total;0.02234;
Max-area cell share;0.5021;
Switching Power;0.3574;mW
synth cell count leaders;dfrtp_1, mux2_4;
ys flops;7;
Critical Path, Cell by Cell;buf_2;
Worst Path Arrival;860;ps
Vias per Instance;2.393;
Core Util, Final;0.1443;
met1 Usage GRT;0.02562;
register area;176.4;sq um
CP required;800;ps
Distinct cells, synth;8;
clock-pin slew on the worst setup and hold paths;50;ps
Final GP Congestion;0.7507;
critical path's slowest cell;dfstp_2;
Crit. End Element;primary output;
Clock power frac;0.183;
setup TNS;-60.98;ps
Crit. Startpoint;sreg[1]$_DFFE_PP1P_;
Peak supply drop;0.9915;mV
critical path capture point;data_out[0];
Mean Syn Cell Area;16.61;sq um
yosys warning tally;1;
grt peak-use layer;met2;
Reg2Reg Depth;2;
clk buf depth;2;
Inserted Clock Buffers;3;
final worst hold slack;168.4;ps
# DRC;0;
CP Depth;1;
reg2reg start;sreg[3]$_DFFE_PP0P_;
initial DRC count;2;
max cap viols;0;
# fillers;406;
Final setup viols;1;
f_max;942.5;MHz
Largest register FFs;7;
logic area;107.6;sq um
Clock Skew;3.096;ps
io pins;10;
critical path type;flip-flop to primary output;
unrepaired setup endpoints after global routing;true;
Routed Antenna Nets;0;
chip area;0.006400;sq mm
post-synthesis cell count from yosys;18;
number of synthesized flops with an enable pin;0;
top flop regs;sreg x7;
Synth Cell Area;299.0;sq um
tool warnings;27;
Yosys top cell by area;dfrtp_1;
Reg power frac;0.355;
Die Span Y;80;um
Floorplan Utilization;0.08755;
global-route wire length before repair;1.138;mm
FFs w/ async S/R, synth;1.000;
Mapped Cells;18;
Final Slew Violations;0;
CTS tree;yes;
input/output buffers;9;
setup ws final;-60.98;ps
Cell area leaders;dfrtp_1, mux2_4, dfstp_2, buf_6, xnor2_1;
slowest cell delay on critical path;520;ps
measured slew at the worst slew-check pin;257.6;ps
final hold violation count;0;
gr ovfl total;0;
largest net degree at the start of global routing;9;
worst skew pair latency;250;ps
status;finished, violations left;
Post-synth top flop;dfrtp_1;
slack of the worst reg-to-reg path;110;ps
-- layout by cell type, fill, tap and decap left out, drive strengths merged --
cell type / synthesis / final
dlymetal6s2s: 0 / 1
dfstp: 1 / 1
nor2: 1 / 1
inv: 1 / 1
clkdlybuf4s50: 0 / 1
buf: 1 / 15
xnor2: 1 / 1
mux2: 6 / 6
clkbuf: 0 / 4
dfrtp: 6 / 6
a21oi: 1 / 1
-- power by group through the flow --
| stage | Clock [mW] | Sequential [mW] | Combinational (mW) |
|---|---|---|---|
| finish | 0.258 | 0.500 | 0.651 |
| CTS | 0.266 | 0.502 | 0.699 |
| global route | 0.280 | 0.526 | 0.725 |
-- stage by stage --
stage / instance area, sq um / setup slack (ps) / std cells / total power, mW
floorplan: 299.0 / 241.3 / 18 / 0.7546
global placement: 495.5 / -259.5 / 80 / 1.297
detailed placement: 495.5 / -262.2 / 80 / 1.308
CTS: 494.2 / -81.99 / 85 / 1.467
global route: 493.0 / -107.0 / 84 / 1.531
finish: 493.0 / -60.98 / 84 / 1.409
-- per-layer routing --
layer	vias up	wire, um
met1	92	282
li1	99	-
met3	2	48
met4	0	9
met5	-	0
met2	8	324
-- logic make-up (layout without fill, tap and decap cells) --
group | count (synthesis) | count (layout) | share of synthesized area
DFF | 7 | 7 | 0.5900
and+or+nand+nor | 1 | 1 | 0.01254
AOI/OAI and AO/OA | 1 | 1 | 0.01672
muxes | 6 | 6 | 0.3013
xor gates and xnor gates | 1 | 1 | 0.02929
buffers and inverters | 2 | 22 | 0.05019
-- worst min path at each step --
stage / start / end / slack (ps) / cells after the start
4_1_cts: rst / sreg[3]$_DFFE_PP0P_ / 170 / 2
6_report: rst / sreg[7]$_DFFE_PP0P_ / 170 / 2
5_1_grt: rst / sreg[3]$_DFFE_PP0P_ / 190 / 2
-- what timing repair did --
action	in CTS	in global routing
setup buffers	1	0
hold endpoints to repair	0	0
endpoints found under the setup margin	7	7
gates cloned	0	0
resized	21	2
-- layout make-up --
type / instances / area share
multi-input combinational: 9 / 0.2183
tap: 46 / 0.1168
clock buffer: 4 / 0.05330
inverter: 1 / 0.007614
timing repair buffer: 17 / 0.2462
sequential: 7 / 0.3579
Power and IR drop assume default switching activity.
