==> ./design.v <==
module clktick #(
	parameter WIDTH = 16
)(
  input  logic             clk,       
  input  logic             rst,       
  input  logic             en,        
  input  logic [WIDTH-1:0] N,     	  
  output logic  		       tick       
);
logic [WIDTH-1:0] count;
always_ff @ (posedge clk)
    if (rst) begin
        tick <= 1'b0;
        count <= N;  
        end
    else if (en) begin
	    if (count == 0) begin
		    tick <= 1'b1;
		    count <= N;
	        end
	    else begin
		    tick <= 1'b0;
		    count <= count - 1'b1;
	        end
        end
endmodule
module delay #(
	parameter WIDTH = 10     
)(
    input   logic               clk,         
    input   logic               rst,         
    input   logic               trigger,     
    input   logic [WIDTH-1:0]   n,           
    output  logic               time_out     
);
    logic [WIDTH-1:0]   count = {WIDTH{1'b0}};             
    typedef enum {IDLE, COUNTING, TIME_OUT, WAIT_LOW}  my_state;
    my_state current_state, next_state;
    always_ff @(posedge clk)
        if (rst | trigger | count=={WIDTH{1'b0}}) count <= n - 1'b1;
        else                                count <= count - 1'b1;
    always_ff @(posedge clk)
        if (rst)    current_state <= IDLE;
        else        current_state <= next_state; 
    always_comb
        case (current_state)
            IDLE:       if (trigger==1'b1)  next_state = COUNTING;
                        else    next_state = current_state;
            COUNTING:   if (count=={WIDTH{1'b0}}) next_state = TIME_OUT;
                        else    next_state = current_state;
            TIME_OUT:   if (trigger==1'b1)  next_state = WAIT_LOW;
                        else    next_state = IDLE;
            WAIT_LOW:   if (trigger==1'b0)  next_state = IDLE;
                        else    next_state = current_state;
            default: next_state = IDLE;
        endcase
    always_comb
        case (current_state)
            IDLE:       time_out = 1'b0;
            COUNTING:   time_out = 1'b0;
            TIME_OUT:   time_out = 1'b1;
            WAIT_LOW:   time_out = 1'b0;
            default:    time_out = 1'b0;
        endcase
endmodule
module f1_fsm #(
    LIGHTS_WIDTH = 8
)(
    input  logic clk,                                
    input  logic en,                                 
    input  logic rst,                                
    input  logic trigger,                            
    output logic [LIGHTS_WIDTH - 1 : 0] data_out,    
    output logic cmd_seq,                            
    output logic cmd_delay                           
);
    typedef enum {S0, S1, S2, S3, S4, S5, S6, S7, S8} lights_state;
    lights_state current_state, next_state;
    typedef enum {TRIGGER_HIGH, TRIGGER_LOW} trigger_state;
    trigger_state trigger_flag, trigger_flag_next;
    always_ff @ (posedge clk) begin
        if (rst) current_state <= S0;
        else if (en) current_state <= next_state;
        trigger_flag <= trigger_flag_next;
    end
    always_comb
        case (current_state)
            S0: next_state = (trigger_flag == TRIGGER_HIGH) ? S1 : S0;
            S1: next_state = S2;
            S2: next_state = S3;
            S3: next_state = S4;
            S4: next_state = S5;
            S5: next_state = S6;
            S6: next_state = S7;
            S7: next_state = S8;
            S8: next_state = S0;
            default: next_state = S0;    
        endcase
    always_comb
        case (current_state)
            S0: data_out = 8'b00000000;
            S1: data_out = 8'b00000001;
            S2: data_out = 8'b00000011;
            S3: data_out = 8'b00000111;
            S4: data_out = 8'b00001111;
            S5: data_out = 8'b00011111;
            S6: data_out = 8'b00111111;
            S7: data_out = 8'b01111111;
            S8: data_out = 8'b11111111;
            default: data_out = 8'b00000000;     
        endcase
    always_comb
        case (trigger_flag)
            TRIGGER_HIGH: trigger_flag_next = en ? TRIGGER_LOW : TRIGGER_HIGH;
            TRIGGER_LOW:  trigger_flag_next = trigger ? TRIGGER_HIGH : TRIGGER_LOW;
            default: trigger_flag_next = TRIGGER_LOW;
        endcase
    always_comb begin
        cmd_seq   = (current_state == S8) ? 1'b0 : 1'b1;
        cmd_delay = (current_state == S8) ? 1'b1 : 1'b0;
    end
endmodule
module f1_full #(
    N_WIDTH = 5, DELAY_WIDTH = 7, LIGHTS_WIDTH = 8
)(
    input  logic clk,                                
    input  logic rst,                                
    input  logic trigger,                            
    input  logic [N_WIDTH - 1 : 0] N,                
    output logic [LIGHTS_WIDTH - 1 : 0] data_out     
);
logic cmd_seq;
logic cmd_delay;
logic clktick_tick;
logic  [DELAY_WIDTH - 1 : 0] pseudo_random_delay;
logic delay_timeout;
logic lights_en;
always_comb
    lights_en = cmd_seq ? clktick_tick : delay_timeout;
clktick #(
    .WIDTH(N_WIDTH)
) wait_one_second (
    .clk(clk),
    .rst(rst),
    .en(cmd_seq),
    .N(N),
    .tick(clktick_tick)
);
lfsr #(
    .DATA_WIDTH(DELAY_WIDTH)
) delay_randomizer (
    .clk(clk),
    .rst(rst),
    .en(1'b1),   
    .data_out(pseudo_random_delay)
);
delay #(
    .WIDTH(DELAY_WIDTH)
) delay_countdown (
    .clk(clk),
    .rst(rst),
    .trigger(cmd_delay),
    .n(pseudo_random_delay),
    .time_out(delay_timeout)
);
f1_fsm #(
    .LIGHTS_WIDTH(LIGHTS_WIDTH)
) lights_fsm (
    .clk(clk),
    .en(lights_en),
    .rst(rst),
    .trigger(trigger),
    .data_out(data_out),
    .cmd_seq(cmd_seq),
    .cmd_delay(cmd_delay)
);
endmodule
module lfsr #(
    DATA_WIDTH = 7
)(
    input  logic                      clk,          
    input  logic                      rst,          
    input  logic                      en,           
    output logic [DATA_WIDTH - 1 : 0] data_out      
);
logic [DATA_WIDTH : 1] sreg;    
always_ff @ (posedge clk, posedge rst)
    if  (rst)
        sreg <= {DATA_WIDTH{1'b1}};
    else if (en)
        sreg <= {sreg[DATA_WIDTH - 1 : 1], sreg[DATA_WIDTH] ^ sreg[3]};
assign data_out = sreg;
endmodule
==> ./run.sh <==
#!/bin/bash
# OpenROAD 26Q1-2900-gdf79404cd8, Yosys 0.63+post, stock flow scripts
make -C /OpenROAD-flow-scripts/flow DESIGN_CONFIG=/design/flow/config.mk WORK_HOME=/design/flow/orfs finish
==> ./config.mk <==
export PLATFORM = sky130hd
export DESIGN_NAME = f1_full
export DESIGN_NICKNAME = f1_full
export VERILOG_FILES = /design/flow/design.v
export SDC_FILE = /design/flow/constraint.sdc
export NUM_CORES = 4
export LEC_CHECK = 1
export CORE_AREA = 10 10 113 113
export DIE_AREA = 0 0 123 123
==> ./constraint.sdc <==
current_design f1_full

set clk_period 3.2
set clk_io_pct 0.2

create_clock -name clk0 -period $clk_period [get_ports {clk}]

set non_clock_inputs [all_inputs -no_clocks]
set_input_delay [expr $clk_period * $clk_io_pct] -clock clk0 $non_clock_inputs
set_output_delay [expr $clk_period * $clk_io_pct] -clock clk0 [all_outputs]
==> flow_summary.yaml <==
# generated from flow reports
yosys:
  yosysChipArea_um2: 1750
  yosys_warnings: 5
  ys_seq_elements: 37
  flop_cell: "dfxtp_1"
  synth.avg_cell_area_um2: 10.6
  synthCells: 166
  synth.distinct_cells: 52
  yosys_cells: 166
  edf_count: 5
  async_flop_share: 0.189
  synth-seq-area-share: 0.476
  synth_area_um2: 1750
timing:
  hold_viol_final: 0
  grt_setup_unrepaired: "no"
  fmax_mhz: 453
  clock_skew_ns: 0.0122
  fin_setup_tns_ns: 0
  post-route-period-util: 0.689
  timing.hold.ws_ns: 0.376
  max-slew-margin-rel: 0.658
  final-setup-viol-count: 0
  slew_violations: 0
  worst_pin_slew_ns: 0.509
  fin_crit_ns: 2.21
  fin_ws_ns: 0.995
worst_setup_path:
  path_max_fanout: 12
  cp-start-kind: "primary input"
  cp.arrival_ns: 2.24
  critPathRequiredTime_ns: 3.24
  worstSetupPathType: "in -> reg"
  critPathCaptureType: "register"
placed_design:
  dp_hpwl_mm: 2.47
  place_worst_setup_slack_ns: 0.661
  io_buffer_count: 15
  place.gp.congestion: 0.807
power_and_ir_drop:
  vdd_drop_max_uv: 218
  combPwrFrac: 0.200
  clkPwrFrac: 0.270
  swShare: 0.296
  powerDensity_nw_per_um2: 547
  power.internal_w: 0.000815
  pwr-share-seq: 0.529
  p_sw_w: 0.000342
  power.leakage_nw: 0.774
  power_w: 0.00116
routing:
  first_pass_iters: 4
  drt_first_iter_violations: 36
  wl_per_cell_um: 10.2
  drtAntennaViolNets: 0
  viasPerCell: 3.71
  diodes: 0
  wirelength_mm: 3.28
  drc: 0
  num_vias: 1192
job:
  max_cap_violations: 0
  tool_warnings: 25
grt:
  grt_use_total: 0.0451
  grt_antenna_before_repair: 0
  grt_max_degree: 13
  grt_pass1_wl_mm: 5.58
  gr-total-overflow: 0
  grt_pass1_vias: 1158
cts:
  clk_pin_slew_worst_paths_ns: 0.08
  post_cts_buffers: 0
  numCtsBuffers: 5
  insertion_delay_ns: 0.29
  cts_max_level: 2
  cts-root-buf: "clkbuf_8"
  post_cts_resized: 0
  hold_buffers: 0
  cts.sinks: 37
  tritoncts: "yes"
  cts_buffer_depth: 2
floorplan:
  fp.coreArea_um2: 10300
  rows: 37
  io_pins: 16
  die-area_um2: 15100
  fp.dieW_um: 123
  initial_core_util: 0.170
  die_h_um: 123
final_layout:
  fillers: 1098
  area_growth_syn_to_layout_pct: 20.9
  drive_gt1_frac: 0.189
min_path:
  min_path_type: "reg -> reg"
outcome:
  status: "completed"
==> final timing paths <==
| path | from | end | slack, ns | cells past startpoint |
|---|---|---|---|---|
| max | rst | wait_one_second.count[4] | 0.99 | 5 |
| min | delay_randomizer.sreg[6] | delay_randomizer.sreg[7] | 0.38 | 0 |
| min reg2reg | delay_randomizer.sreg[6] | delay_randomizer.sreg[7] | 0.38 | 0 |
| max reg2reg | lights_fsm.current_state[0] | delay_countdown.count[4] | 1.03 | 9 |
| max in group asynchronous | rst | delay_randomizer.sreg[4] | 1.94 | 3 |
| min in group asynchronous | rst | delay_randomizer.sreg[1] | 1.22 | 3 |
==> synthesized netlist by cell type, types with 2 or more instances <==
library cell | instances | area [um2]
dfstp_2 | 7 | 184
o211ai_1 | 5 | 37.5
inv_1 | 9 | 33.8
nand2b_1 | 3 | 18.8
nand2_1 | 13 | 48.8
xnor2_1 | 5 | 43.8
ha_1 | 2 | 25.0
a21oi_1 | 4 | 20.0
buf_2 | 2 | 10.0
buf_6 | 4 | 45.0
mux2i_1 | 5 | 50.1
o21ba_2 | 2 | 20.0
edfxtp_1 | 5 | 150
dfxtp_1 | 25 | 500
xor2_1 | 5 | 43.8
nor3_1 | 5 | 25.0
nor2b_1 | 4 | 25.0
nor3b_1 | 2 | 15.0
o21ai_0 | 9 | 45.0
a21oi_2 | 2 | 17.5
o21ai_1 | 3 | 15.0
nor2_1 | 15 | 56.3
==> metal layers <==
layer	GRT usage	vias up	share of wire
met4	0.0102	0	0.020
li1	-	619	-
met3	0.0176	6	0.077
met2	0.0636	21	0.42
met5	0	-	0
met1	0.0641	546	0.48
==> area by class of cell <==
type,instances,area (um2),area share
sequential,37,835,0.394
multi-input combinational,113,825,0.389
clock inverter,2,10.0,0.00473
tap,136,170,0.0803
inverter,9,33.8,0.0159
timing repair buffer,18,173,0.0815
clock buffer,6,72.6,0.0343
==> power groups by stage <==
stage	Sequential [W]	Combinational (W)	Clock (W)
6_report	0.000613	0.000232	0.000313
5_1_grt	0.000624	0.000266	0.000340
4_1_cts	0.000614	0.000235	0.000325
==> critical path: stages <==
cell             delay, ns
clkdlybuf4s50_1       0.47
buf_4                 0.22
inv_1                 0.32
o21ai_1               0.29
a22o_1                0.30
==> flip-flops by register name, indices dropped and copies added, names as in the netlist <==
register / cells
wait_one_second.tick: 1
lights_fsm.current_state: 4
data_out: 8
wait_one_second.count: 5
delay_countdown.current_state: 4
lights_fsm.trigger_flag: 1
delay_randomizer.sreg: 7
delay_countdown.count: 7
==> logic make-up (layout without fill, tap and decap cells) <==
logic type	after synthesis	after routing	synth area share
fa+ha+maj	2	2	0.0143
mux	5	5	0.0286
buf+inv	16	35	0.0529
xor+xnor	10	10	0.0500
flops	37	37	0.476
compound gates	39	39	0.178
simple gates	57	57	0.200
==> through the flow <==
| stage | std cells | utilization | cell area [um2] |
|---|---|---|---|
| 2_1_floorplan | 166 | - | 1750 |
| 6_report | 321 | 0.205 | 2120 |
| 5_1_grt | 321 | 0.205 | 2120 |
| 3_5_place_dp | 313 | 0.197 | 2040 |
| 3_3_place_gp | 313 | 0.197 | 2040 |
| 4_1_cts | 321 | 0.205 | 2120 |
==> cell usage in the layout (no fill, tap or decap), types with 2 or more instances in the layout <==
cell type        count
a21oi_1              4
a21oi_2              2
buf_4                3
clkbuf_8             5
clkdlybuf4s50_1     15
clkinv_2             2
dfstp_2              7
dfxtp_1             25
edfxtp_1             5
ha_1                 2
inv_1                9
mux2i_1              5
nand2_1             13
nand2b_1             3
nor2_1              15
nor2b_1              4
nor3_1               5
nor3b_1              2
o211ai_1             5
o21ai_0              9
o21ai_1              3
o21ba_2              2
xnor2_1              5
xor2_1               5
Power and IR drop assume default switching activity.
